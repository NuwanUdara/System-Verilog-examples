[design/flow/config.mk]
export PLATFORM = sky130hd
export DESIGN_NAME = pipline
export DESIGN_NICKNAME = pipline
export VERILOG_FILES = /design/flow/design.v
export SDC_FILE = /design/flow/constraint.sdc
export NUM_CORES = 4
export LEC_CHECK = 1
export CORE_UTILIZATION = 40
[design/flow/constraint.sdc]
current_design pipline

set clk_period 2.8
set clk_io_pct 0.2

create_clock -name clk0 -period $clk_period [get_ports {clk}]

set non_clock_inputs [all_inputs -no_clocks]
set_input_delay [expr $clk_period * $clk_io_pct] -clock clk0 $non_clock_inputs
set_output_delay [expr $clk_period * $clk_io_pct] -clock clk0 [all_outputs]
[design/flow/design.v]
module pipline (clk,in1,in2,cin,ad,cout);
input clk;
input [31:0] in1;
input [31:0] in2;
input cin;
output [31:0] ad;
output cout;
reg [7:0] s1_1,s1_2,s1_3;
reg [7:0] s2_a1,s2_b1,s2_2,s2_3;
reg [7:0] s3_a1,s3_b1,s3_a2,s3_b2,s3_3;
reg [7:0] s4_a1,s4_b1,s4_a2,s4_b2,s4_a3,s4_b3;
reg [2:0] ep;
wire [7:0] aa,bb,cc,dd;
wire [2:0] epp;
always @(posedge clk) 
    begin
        s1_1 <= aa;
        s1_2 <= s1_1;
        s1_3 <= s1_2;
        ep[0] <= epp[0];
        s2_a1 <= in1[15:8];
        s2_b1 <= in2[15:8];
        ep[1] <= epp[0];
        s2_2 <= bb;
        s2_3 <=s2_2;
        s3_a1 <= in1[23:16];
        s3_b1 <= in2[23:16];
        s3_a2 <= s3_a1;
        s3_b2 <= s3_b1;
        ep[2] <= epp[2];
        s3_3 <= cc;
        s4_a1 <= in1[31:24];
        s4_b1 <= in2[31:24];
        s4_a2 <= s4_a1;
        s4_b2 <= s4_b1;
        s4_a3 <= s4_a2;
        s4_b3 <= s4_b2;
    end
assign ad[7:0] = s1_3;
assign ad[15:8] = s2_3;
assign ad[23:16] = s3_3;
assign ad[31:24] = dd;
ripplemod l1(in1[7:0],in2[7:0],cin,aa,epp[0]);
ripplemod l2(s2_a1,s2_b1,ep[0],bb,epp[1]);
ripplemod l3(s3_a2,s3_b2,ep[1],cc,epp[2]);
ripplemod l4(s4_a3,s4_b3,ep[2],dd,cout);
endmodule
module ripplemod(a, b, cin, sum, cout);
input [07:0] a;
input [07:0] b;
input cin;
output [7:0]sum;
output cout;
wire[6:0] c;
fulladd a1(a[0],b[0],cin,sum[0],c[0]);
fulladd a2(a[1],b[1],c[0],sum[1],c[1]);
fulladd a3(a[2],b[2],c[1],sum[2],c[2]);
fulladd a4(a[3],b[3],c[2],sum[3],c[3]);
fulladd a5(a[4],b[4],c[3],sum[4],c[4]);
fulladd a6(a[5],b[5],c[4],sum[5],c[5]);
fulladd a7(a[6],b[6],c[5],sum[6],c[6]);
fulladd a8(a[7],b[7],c[6],sum[7],cout);
endmodule
module fulladd(a, b, cin, sum, cout);
input a;
input b;
input cin;
output sum;
output cout;
assign sum=(a^b^cin);
assign cout=((a&b)|(b&cin)|(a&cin));
endmodule
[design/flow/run.sh]
#!/bin/bash
# OpenROAD 26Q1-2900-gdf79404cd8, Yosys 0.63+post, stock flow scripts
make -C /OpenROAD-flow-scripts/flow DESIGN_CONFIG=/design/flow/config.mk WORK_HOME=/design/flow/orfs finish
==> run summary <==
Implementation results. The run finished, with violations left. The checks that failed: setup timing. For this block, the initial DRC count from the detailed router was 13. The worst setup path is of the reg2out kind. Proportion of netlist area held by the largest area contributor landed at 77.8%. Dividing the final minimum period by the clock period gives 153%. The number of antenna violations at the first check in global routing is 0. HPWL after detailed placement landed at 3.11 mm. Total of buffers placed on input and output ports landed at 98.

Area growth from synthesis to final layout landed at 45.1%. Via density per instance landed at 3.69. TritonCTS built the clock tree. Count of max-cap constraint violations landed at 0. Worst clock skew on the final layout landed at 0.00550 ns. The switching portion of total power comes to 21.4%. Per the final report, max-transition violations number 0. Number of rows in the core area landed at 34. Counting distinct cell types in the post-synthesis netlist gives 5. Summed over all layers, the global routing overflow is 0. For this design the static power due to leakage is 2.29 nW. According to the floorplan report, the die height is 98.9 µm. Setup slack after placement landed at -1.34 ns.

Number of levels in the clock H-tree landed at 4. Of the total power, registers draw 49.8%. After layout, the minimum clock period comes to 4.30 ns. Total placed instance area landed at 4900 µm². Required time of the critical path landed at 2.24 ns. Overall global routing resource usage landed at 10.6%.

Top-level I/O count landed at 99. Yosys warning tally landed at 1. The final timing report lists a hold violation count of 0.

Pin slew with the least headroom to its limit landed at 0.271 ns. After detailed routing, the total wire length is 4.41 mm. Areal power density over the cells landed at 868 nW/µm². Yosys attributes the largest share of cell area to sky130_fd_sc_hd__dfxtp_1 78%, sky130_fd_sc_hd__fa_1 17%, sky130_fd_sc_hd__inv_1 3.4%, sky130_fd_sc_hd__buf_4 1.6%, sky130_fd_sc_hd__xor3_1 0.63%. After synthesis the cells add up to 3750 µm². A synthesized cell averages 17.1 µm². Flip-flop and latch count after synthesis landed at 146.

Sequential area share after synthesis landed at 77.8%. In the final layout, the share of cells above drive strength 1 is 25.6%. Net switching power of the design landed at 1.01 mW. In this run, the clock network consumes 42.4% of the power. Pin count of the biggest net entering global routing landed at 17.

The via count of the first global-routing pass was 1713. In the final routed layout, each cell accounts on average for 9.75 µm. The path class of the tightest hold or removal check is reg2reg. Relative slew slack landed at 81.9%. The critical path maximum fanout is 1. Post-cts hold-fix buffer tally landed at 0. Count of fill cells added during filler insertion landed at 672. Upper clock frequency limit landed at 233 MHz. The finished layout reports a core utilization of 61.3%. 0 antenna diodes ended up in the layout.

The count of nets left with antenna violations once routing finished came out at 0. Register clock-pin slew on the reported worst setup and hold paths landed at 0.06 ns. Clock tree synthesis found a total of 146 sinks. The synthesized netlist was found by Yosys to have 220 cells. The first global-routing pass estimated 7.56 mm of wire.

For this run, design rule violations remaining after detail routing come to 0. Number of buffers added by the clock tree synthesis step landed at 17. By instance count after routing, the leading logic cell type is sky130_fd_sc_hd__dfxtp_1. Combinational cells account for 7.8% of the total power.

Synthesis handed over a netlist of 220 instances. Post-route worst setup slack landed at -1.50 ns. Setup repair after global routing could not meet its margin everywhere.

Pre-placement core utilization landed at 42.2%. The worst setup path is captured at a primary output. Weighted congestion reported at the end of routability-driven placement landed at 0.765. In the layout the commonest cells are 143 x sky130_fd_sc_hd__dfxtp_1, 86 x sky130_fd_sc_hd__clkdlybuf4s50_1, 28 x sky130_fd_sc_hd__fa_2. Per the finish-stage timing summary, setup violations number 13. STA classifies the critical path startpoint as a register. The finished cells cover 5450 µm². Chip footprint landed at 9780 µm². The analysis reports a worst IR drop on VDD of 556 µV.

CTS reports a maximum clock tree buffer depth of 2. Worst-skew pair later-pin latency landed at 0.50 ns. Chip area line of the yosys report landed at 3750 µm². Signal arrival time at the worst endpoint landed at 3.74 ns. Per the OpenROAD floorplan log, the width of the die is 98.9 µm. Of all cell types, the one taking the most synthesized area is sky130_fd_sc_hd__dfxtp_1. Total tool warning count landed at 28.

In this run the standard cell core region covers 8890 µm². Iteration tally of the first detailed-router pass landed at 4. Internal power contribution landed at 3.72 mW. The tree is rooted in a sky130_fd_sc_hd__clkbuf_8.

Across all layers, the routed design uses 1668 vias.
sequential cells by signal (all words and copies together) (netlist names):
signal,flops
s2_a1,8
s1_1,8
s2_3,8
s3_a2,8
s4_b1,8
s2_b1,8
s3_b2,8
s4_b2,8
s4_a2,8
s2_2,8
s1_3,8
s3_3,8
s3_a1,8
s4_a3,8
s3_b1,8
s4_b3,8
s1_2,8
ep,2
s4_a1,8
power groups by stage:
stage                 sequential (mW)  combinational (mW)  clock (mW)
after CTS                        2.36               0.380        2.06
after global routing             2.38               0.423        2.19
final                            2.36               0.368        2.00
layout make-up:
cell class	instances	area, µm²	share of cell area (%)
clock inverters	14	121	2.23
clock buffers	18	428	7.85
flip-flops and latches	146	2930	53.7
multi-input cells	32	714	13.1
well taps	108	135	2.48
repair buffers	100	973	17.9
inverters	34	150	2.76
cells by family after synthesis:
kind of cell	Yosys count	share of synthesized area, %
xor gates and xnor gates	1	0.633
buffers and inverters	42	5.00
adders and majority gates	31	16.5
DFF	146	77.8
Yosys cell counts (all sizes together):
cell type,n
dfxtp,146
buf,8
fa,31
inv,34
xor3,1
worst paths after layout:
kind / startpoint / end / slack (ns) / cells after the start
setup / recovery: s4_b3[0] / ad[31] / -1.50 / 13
hold reg to reg: s4_b1[2] / s4_b2[2] / 0.32 / 0
setup reg to reg: ep[1] / s3_3[7] / -0.46 / 12
hold / removal: s4_b1[2] / s4_b2[2] / 0.32 / 0
worst max-delay path: stages (launching register included):
cell,delay [ns]
sky130_fd_sc_hd__dfxtp_2,0.32
sky130_fd_sc_hd__inv_2,0.05
sky130_fd_sc_hd__fa_2,0.19
sky130_fd_sc_hd__inv_2,0.04
sky130_fd_sc_hd__fa_2,0.33
sky130_fd_sc_hd__fa_2,0.35
sky130_fd_sc_hd__fa_2,0.34
sky130_fd_sc_hd__fa_2,0.35
sky130_fd_sc_hd__fa_2,0.35
sky130_fd_sc_hd__fa_2,0.34
sky130_fd_sc_hd__inv_2,0.06
sky130_fd_sc_hd__fa_2,0.42
sky130_fd_sc_hd__inv_2,0.05
sky130_fd_sc_hd__buf_2,0.08
metal layers:
metal	track usage [%]	wire, µm	up-vias
met5	0	0	-
met4	1.95	87	0
met3	4.04	293	7
met2	17.3	2290	52
met1	14.3	1740	749
li1	-	-	860
through the flow:
stage	hold slack, ns	setup TNS (ns)	power, mW	cells
finish	0.322	-7.04	4.73	452
global route	0.325	-8.38	4.99	452
CTS	0.322	-8.43	4.80	451
detailed placement	0.312	-9.92	2.79	419
global placement	0.310	-9.82	2.79	419
floorplan	0.310	-4.04	2.50	220
repair_timing:
item / 4_1_cts / 5_1_grt
pin swaps: 16 / 15
gates resized: 45 / 9
setup endpoints to repair: 16 / 15
buffers inserted: 0 / 1
No activity file was given, so power comes from the tool's default toggle rates.
